==> ./run.sh <==
#!/bin/bash
# OpenROAD 26Q1-2900-gdf79404cd8, Yosys 0.63+post, stock flow scripts
make -C /OpenROAD-flow-scripts/flow DESIGN_CONFIG=/design/flow/config.mk WORK_HOME=/design/flow/orfs finish
==> ./config.mk <==
export PLATFORM = sky130hd
export DESIGN_NAME = systolicCU
export DESIGN_NICKNAME = systolicCU
export VERILOG_FILES = /design/flow/design.v
export SDC_FILE = /design/flow/constraint.sdc
export NUM_CORES = 4
export LEC_CHECK = 1
export CORE_UTILIZATION = 40
==> ./constraint.sdc <==
current_design systolicCU

set clk_period 16.6
set clk_io_pct 0.2

create_clock -name clk0 -period $clk_period [get_ports {clk}]

set non_clock_inputs [all_inputs -no_clocks]
set_input_delay [expr $clk_period * $clk_io_pct] -clock clk0 $non_clock_inputs
set_output_delay [expr $clk_period * $clk_io_pct] -clock clk0 [all_outputs]
==> ./design.v <==
module systolicCU
#(
	parameter data_size = 8, systolic_size = 4, memory_data_size = 32, ADDR_W = 2, 
	baseaddr_A = 32'h00000000, baseaddr_B = 32'h40000000, baseaddr_C = 32'h80000000
)
(
 input  wire  clk,
 input  wire  reset,
 input  wire  [31:0] matrix_size,
 input  wire  go,
 output reg  done,
 output reg  mem_ele_cho,
 output reg  mem_change,
 output reg  [31:0] memory_address_A,
 output reg  [31:0] memory_address_B,
 output reg  [31:0] memory_address_OUT,
 output reg  in_out,
 output reg  out_in,
 output reg  [systolic_size - 1 :0] FIFO_rd,
 output reg  [systolic_size - 1 :0] FIFO_wr,
 output reg  [systolic_size - 1 :0] clear_cal_ele_cho
);
	reg [28 : 0] A_round;       
	reg [28 : 0] B_round;	    
	reg [28 : 0] in_round;		 
	reg [28 : 0] A_count;
	reg [28 : 0] B_count;
	reg [28 : 0] in_count;
	reg [28 : 0] flush_count;	 
	reg [28 : 0] load_count;	 
reg [systolic_size - 1 : 0] FIFO_rd_O;
reg [4:0] state_reg,state_next;
localparam IDLE  = 0;
localparam WAIT  = 1;
localparam LOAD  = 2;
localparam CALC  = 3;
localparam CHANGE= 4;
localparam FLUSH = 5;
localparam UPDATE= 6;
localparam DONE  = 7;
always @(posedge clk) begin
    if (reset) begin
        state_reg <= IDLE;
    end
    else begin
        state_reg <= state_next;
    end
end 
always @(*) begin 
    case (state_reg)
	   IDLE: begin
			if(go)
				state_next <= WAIT;
			else
				state_next <= IDLE;
		end
		WAIT:
			state_next <= LOAD;
		LOAD:
			state_next <= CALC;
		CALC:
			if(in_count == in_round - 1 + matrix_size)
				state_next <= CHANGE;
			else
				state_next <= CALC;
		CHANGE:
			state_next <= FLUSH;
		FLUSH:
			if(flush_count == systolic_size - 1)
				state_next <= UPDATE;
			else
				state_next <= FLUSH;
		UPDATE:
			if((A_count == A_round - 1)&& (B_count == B_round - 1))
				state_next <= DONE;
			else
				state_next <= WAIT;
		DONE:
			begin
			end
		default:
			state_next <= IDLE;
    endcase
end 
always @(posedge clk) begin
    case (state_reg)  
        IDLE: begin
				load_count <= 0;
				FIFO_rd_O  <= 0;
				memory_address_A <= baseaddr_A;
				memory_address_B <= baseaddr_B;
				memory_address_OUT <= baseaddr_C;
				A_round  <= matrix_size >> ADDR_W;
				B_round  <= matrix_size >> ADDR_W;
				in_round <= 2 * systolic_size - 1;
				A_count <= 0;
				B_count <= 0;
				in_count <= 0;
				flush_count <= 0;
				load_count <= 0;
				mem_ele_cho <= 0;
				mem_change <= 0;
				FIFO_wr <= 'b0;
				done <= 0;
				clear_cal_ele_cho <= 0;
				in_out <= 0;
				out_in <= 0;
				FIFO_rd <= 0;
        end
		  WAIT: begin
				memory_address_A <= baseaddr_A + A_count;
				memory_address_B <= baseaddr_B + B_count;
				out_in <= 1;
				in_count <= 0;
				mem_ele_cho <= 0;
				mem_change <= 0;
				flush_count <= 0;
				clear_cal_ele_cho <= 0;
				in_out <= 0;
				FIFO_rd <= FIFO_rd_O;
		  end
		  LOAD: begin
		      FIFO_wr <= ~0;
				load_count <= load_count + 1;				
				memory_address_OUT <= memory_address_A + baseaddr_C - baseaddr_A + B_count * matrix_size;
				memory_address_A <= memory_address_A + (matrix_size >> (ADDR_W));
				memory_address_B <= memory_address_B + (matrix_size >> (ADDR_W));
		  end
		  CALC: begin
		  		FIFO_rd <= (FIFO_rd << 1) + 1;
				in_count <= in_count + 1;
				if(in_count == 1)
					clear_cal_ele_cho <= 1;
				else
					clear_cal_ele_cho <= clear_cal_ele_cho << 1;
				if(load_count < matrix_size  ) begin    
					load_count <= load_count + 1;
					FIFO_wr <= ~0;
					memory_address_A <= memory_address_A + (matrix_size >> (ADDR_W));
					memory_address_B <= memory_address_B + (matrix_size >> (ADDR_W));
				end
				else if (load_count == matrix_size  ) begin
					FIFO_wr <= 0;
					out_in <= 0;
				end
		  end
		  CHANGE:begin
				mem_ele_cho <= 0;
				mem_change <= 1;
				load_count <= 0;
				in_out <= 1;
			end
		  FLUSH: begin
				mem_ele_cho <= 1;
				mem_change <= 1;
				if( flush_count == 0)
					memory_address_OUT <= memory_address_OUT;
				else
					memory_address_OUT <= memory_address_OUT + (matrix_size >> (ADDR_W));
				flush_count <= flush_count + 1;
		  end
		  UPDATE:begin
				if(A_count < A_round - 1) begin
					A_count <= A_count + 1;
				end
				else if(A_count == A_round - 1) begin
					A_count <= 0;
					B_count <= B_count + 1;
				end				
				in_out = 0;
		  end
		  DONE:begin
		      done <= 1;
				load_count <= 0;
				FIFO_rd_O  <= 0;
				A_count <= 0;
				B_count <= 0;
				in_count <= 0;
				flush_count <= 0;
				load_count <= 0;
				mem_ele_cho <= 0;
				mem_change <= 0;
				FIFO_wr <= 'b0;
				clear_cal_ele_cho <= 0;
				in_out = 0;
		  end
		  default: begin
		  end
    endcase
end
endmodule
==> run notes <==
The full implementation flow was run.

The registers reported with the highest flop counts are memory_address_A: 32 flops, memory_address_B: 32 flops, memory_address_OUT: 32 flops. The violation count after the first detailed-routing iteration stands at 1819. Total global-route track usage over all layers is 0.281. The placement report lists the number of port buffers as 147.

In the finished design, the share of the clock period the worst path needs comes to 0.675. The switching component of the power stands at 0.00359 W. The area of the synthesized netlist per yosys stat stands at 0.0377 mm². Among the non-sequential cells, adder cells take the most area.

The final report lists a non-filler cell total of 5479. The timer found 3 register pins that no clock reaches; their paths are not timed. OpenSTA lists the critical path startpoint as matrix_size[12]. 3 endpoints have no timing constraint. In the routed layout, each cell is associated on average with a via count of 5.34. Summing every instance area after synthesis gives 0.0377 mm².

The max-slew check reports its worst relative slack as 0.361. The placed standard-cell area stands at 0.0407 mm². Warnings raised by the tools during the run amount to 27. STA classifies the critical path endpoint as a flop. The number of antenna violations at the first check in global routing stands at 4. The launch point of the worst min-delay path is recorded as clear_cal_ele_cho[2]. The clock tree synthesis step divided the H-tree into 2 levels. The portion of netlist area occupied by mux cells stands at 0.000797. The filler cells instantiated in the layout total 8954. The largest voltage drop on the vdd net stands at 0.240 mV. The layout report lists the multi-input gate area as 0.0259 mm². Per the detail_route report, routed wire per instance is 22.5 µm. Post-CTS repair changed the size of 0 cells. The area of all sequential standard cells stands at 0.00863 mm². The worst setup path is launched from an input port. The simple-gate share of the synthesized area stands at 0.178.

The number of hold buffers added after cts stands at 0. The number of ports placed on the die boundary stands at 148. The routed wire length stands at 124000 µm. Note that the worst hold path type here is reg -> reg. The number of max-slew violations in the final report stands at 0. After clock tree synthesis, the setup repair step added 0 buffers. The total congestion overflow after global routing stands at 0. The required time of the critical path stands at 16.94 ns.

The pre-antenna-repair detailed-routing pass consisted of 8 iterations. The number of routed nets with antenna violations stands at 0. The vertical die dimension reported for this design is 309 µm. By instance count after routing, the leading logic cell type is sky130_fd_sc_hd__inv_1. For the pin with the worst max-slew slack, the measured transition is 0.951 ns. The switching power as a share of total power stands at 0.494. After synthesis, the netlist uses 75 different library cells. Between the synthesized netlist and the finished layout, the area growth was recorded as 11.3%. For reference, the post-synthesis area per instance comes to 9.17 µm². STA puts the critical path data arrival time at 11.55 ns. The total die area stands at 0.0955 mm². The clock period minus final worst setup slack stands at 11.21 ns.

The HPWL after detailed placement stands at 90500 µm. The die is 309 µm wide. The most used flip-flop cell after synthesis is sky130_fd_sc_hd__edfxtp_1. The power report attributes to the clock group a share of 0.118. In this run the maximum-capacitance check reported violations numbering 0. The finished cells cover 0.0419 mm².

The initial standard-cell utilization of the core stands at 0.404. In this run, synthesis inferred 284 flip-flops with an integrated enable. The library cells used most frequently in the layout, excluding fill and tap cells, are sky130_fd_sc_hd__inv_1 (651), sky130_fd_sc_hd__fa_1 (440), sky130_fd_sc_hd__nand2_1 (433). The root buffer cell chosen for the clock tree is sky130_fd_sc_hd__clkbuf_16. The layout summary lists the proportion of cells stronger than drive strength 1 as 0.0429. The source-to-sink clock delay at the later pin of the worst-skew pair stands at 0.61 ns.

The final worst hold slack stands at 0.595 ns. The run finished with clean final reports. The global-route wire length before repair stands at 186000 µm. Hold-check failures listed in the final report amount to 0. Timing would allow up to 89.2 MHz. The via count of the first global-routing pass is 29300. The setup TNS stands at 0 ns. Clock skew on the completed layout was measured at 0.0324 ns.

The maximum root-to-sink buffer count stands at 3. The yosys stat cell total stands at 4112. In this run, the synthesized area fraction spent on xor and xnor cells is recorded as 0.0869. The total of warnings raised by yosys stands at 1.

The final setup violation count stands at 0. Per the TritonCTS log, the buffer count is 37. The synthesized instance count stands at 4112. The critical path in this run is classified as in -> reg.

The final routed DRC violation total stands at 0. The flow reported a cell area power density of 173 mW/mm². The internal portion of the total power is 0.00368 W. For this run, asynchronously set or reset flops after synthesis account for 0.

Setup repair after global routing left no endpoint under its margin. Per the timing report, the most critical flop-to-flop path originates at B_count[7]. The largest fanout on the critical path stands at 27. Per the gpl log, the routability congestion estimate is 1.00. The detailed placer reported the number of placed instances as 5413. For this block, the via count after detailed routing is 29200.

TritonCTS built the clock tree. On the worst setup and hold paths after CTS, the clock-pin slew comes to 0.06 ns. According to the floorplan log, the row count is 112.

The maximum number of pins on one net before global-route repair stands at 60. The post-synthesis compound-gate area fraction stands at 0.0864. The number of synthesized register bits stands at 290. The cell-mix breakdown from Yosys lists the adder-cell area share as 0.334.

The core box area stands at 0.0933 mm². The share of power burned in registers stands at 0.131. At the end of the flow the core is filled with cells to 0.449. The script extracted a total leakage power of 18.9 nW.

The logic gate share of total power stands at 0.751.
## final timing paths
| path | slack, ns | end | cells after the start |
|---|---|---|---|
| max | 5.39 | memory_address_OUT[29] | 28 |
| min | 0.59 | clear_cal_ele_cho[3] | 2 |
| max reg2reg | 7.92 | memory_address_OUT[29] | 27 |
| min reg2reg | 0.59 | clear_cal_ele_cho[3] | 2 |
## worst max-delay path, stage by stage
cell and delay, ns:
sky130_fd_sc_hd__clkdlybuf4s50_1 0.45, sky130_fd_sc_hd__buf_4 0.44, sky130_fd_sc_hd__inv_1 0.13, sky130_fd_sc_hd__nor2_1 0.16
sky130_fd_sc_hd__fa_1 0.45, sky130_fd_sc_hd__fa_1 0.49, sky130_fd_sc_hd__fa_1 0.51, sky130_fd_sc_hd__inv_1 0.05
sky130_fd_sc_hd__fa_1 0.57, sky130_fd_sc_hd__inv_1 0.07, sky130_fd_sc_hd__fa_1 0.49, sky130_fd_sc_hd__inv_1 0.05
sky130_fd_sc_hd__fa_1 0.47, sky130_fd_sc_hd__inv_1 0.05, sky130_fd_sc_hd__fa_1 0.52, sky130_fd_sc_hd__inv_1 0.05
sky130_fd_sc_hd__fa_1 0.52, sky130_fd_sc_hd__inv_1 0.04, sky130_fd_sc_hd__ha_1 0.38, sky130_fd_sc_hd__a21o_1 0.21
sky130_fd_sc_hd__a31o_2 0.22, sky130_fd_sc_hd__a41o_1 0.26, sky130_fd_sc_hd__a221o_1 0.39, sky130_fd_sc_hd__o41a_1 0.37
sky130_fd_sc_hd__a22o_1 0.25, sky130_fd_sc_hd__o41ai_1 0.30, sky130_fd_sc_hd__xor2_1 0.18, sky130_fd_sc_hd__o22ai_1 0.09
## synthesized netlist by cell type, types with 6 or more instances
cell type / instances / share of area
sky130_fd_sc_hd__inv_1: 651 / 0.065
sky130_fd_sc_hd__xnor2_1: 180 / 0.042
sky130_fd_sc_hd__nand3_1: 91 / 0.012
sky130_fd_sc_hd__or4_1: 6 / 0.0012
sky130_fd_sc_hd__nand2b_1: 28 / 0.0046
sky130_fd_sc_hd__buf_4: 7 / 0.0014
sky130_fd_sc_hd__buf_1: 9 / 0.00090
sky130_fd_sc_hd__edfxtp_1: 284 / 0.23
sky130_fd_sc_hd__a22o_1: 17 / 0.0039
sky130_fd_sc_hd__nor2b_1: 22 / 0.0037
sky130_fd_sc_hd__o211ai_1: 11 / 0.0022
sky130_fd_sc_hd__a21oi_1: 109 / 0.014
sky130_fd_sc_hd__and3_1: 39 / 0.0065
sky130_fd_sc_hd__or2_2: 9 / 0.0015
sky130_fd_sc_hd__xor2_1: 194 / 0.045
sky130_fd_sc_hd__clkbuf_1: 170 / 0.017
sky130_fd_sc_hd__a211oi_1: 16 / 0.0032
sky130_fd_sc_hd__nor4_1: 28 / 0.0046
sky130_fd_sc_hd__o31ai_1: 8 / 0.0016
sky130_fd_sc_hd__and2_1: 269 / 0.045
sky130_fd_sc_hd__a21o_1: 83 / 0.017
sky130_fd_sc_hd__o21ai_0: 122 / 0.016
sky130_fd_sc_hd__fa_1: 440 / 0.23
sky130_fd_sc_hd__o21a_1: 20 / 0.0040
sky130_fd_sc_hd__nand3b_1: 8 / 0.0016
sky130_fd_sc_hd__nor2_1: 271 / 0.027
sky130_fd_sc_hd__and4_1: 12 / 0.0028
sky130_fd_sc_hd__o21bai_1: 11 / 0.0022
sky130_fd_sc_hd__or3_1: 30 / 0.0050
sky130_fd_sc_hd__nor3_1: 42 / 0.0056
sky130_fd_sc_hd__o22ai_1: 21 / 0.0035
sky130_fd_sc_hd__nand4_1: 50 / 0.0083
sky130_fd_sc_hd__o21ai_1: 8 / 0.0011
sky130_fd_sc_hd__a31oi_1: 15 / 0.0025
sky130_fd_sc_hd__nand2_1: 433 / 0.043
sky130_fd_sc_hd__ha_1: 303 / 0.10
sky130_fd_sc_hd__a221o_1: 6 / 0.0016
## stage by stage
stage,setup WS (ns),total power (W)
2_1_floorplan,5.59,0.00483
3_3_place_gp,4.79,0.00641
3_5_place_dp,4.81,0.00640
4_1_cts,5.43,0.00730
5_1_grt,5.05,0.00799
6_report,5.39,0.00727
## per-layer routing
metal	vias to the layer above	track usage	share of wire
met5	-	0	0.00062
met4	10	0.0877	0.041
met3	245	0.162	0.15
met2	1278	0.375	0.40
met1	14200	0.397	0.41
li1	13500	-	-
## power by group through the flow
stage         clock, W  combinational (W)  sequential, W
CTS           0.000878            0.00547       0.000951
global route  0.000903            0.00613       0.000957
finish        0.000861            0.00546       0.000952
## kinds of logic (layout without fill, tap and decap cells)
| family | after synthesis | in the layout |
|---|---|---|
| xor gates and xnor gates | 374 | 374 |
| muxes | 3 | 3 |
| and+or+nand+nor | 1356 | 1356 |
| adders and majority gates | 743 | 743 |
| buffers and inverters | 843 | 954 |
| AOI/OAI and AO/OA | 503 | 503 |
| latches | 3 | 3 |
| other | 0 | 2 |
| DFF | 287 | 287 |
## final cells by class
cell class	count	area share
Clock inverter	22	0.00707
Tap cell	1254	0.0374
Clock buffer	42	0.0225
Timing Repair Buffer	237	0.0505
Inverter	653	0.0584
Sequential cell	290	0.206
Antenna cell	2	0.000119
Multi-Input combinational cell	2979	0.618
Power figures rest on the tool's default switching activity, not on a simulated workload.
