File: flow/config.mk
export PLATFORM = sky130hd
export DESIGN_NAME = cl_bram_wrapper_a
export DESIGN_NICKNAME = cl_bram_wrapper_a
export VERILOG_FILES = /design/flow/design.v
export SDC_FILE = /design/flow/constraint.sdc
export NUM_CORES = 4
export LEC_CHECK = 1
export CORE_UTILIZATION = 30
export SYNTH_MEMORY_MAX_BITS = 65536
File: flow/constraint.sdc
current_design cl_bram_wrapper_a

set clk_period 175.7
set clk_io_pct 0.2

create_clock -name clk0 -period $clk_period [get_ports {clk}]

set non_clock_inputs [all_inputs -no_clocks]
set_input_delay [expr $clk_period * $clk_io_pct] -clock clk0 $non_clock_inputs
set_output_delay [expr $clk_period * $clk_io_pct] -clock clk0 [all_outputs]
File: flow/design.v
module cl_bram_wrapper_a #(
	parameter data_size = 8, systolic_size = 8, memory_data_size = 64, ADDR_W = 3
)(
   input clk,
	input reset,
   input write_en_a,
   input en_a,
   input[31:0] addr_a,
   input[31:0] write_data_a,
   output[31:0] read_data_a,
   input write_en_b,
   input en_b,
   input[31:0] addr_b,
   input[31:0] write_data_b,
   output[31:0] read_data_b,
   input logic [31 : 0] memory_address_A,
   input logic [31 : 0] memory_address_OUT,   
   output logic [memory_data_size - 1 : 0] memory_in_a, 
   input logic [memory_data_size - 1 : 0] memory_out, 
   input logic out_in,
   input logic in_out,
   input logic work,
   input logic A_cho
);
  logic [ADDR_W - 1 : 0] A_w_count,A_r_count;
  logic en_a_f;
  logic en_b_f;
  logic [memory_data_size - 1 : 0] write_data_a_f;
  logic [memory_data_size - 1 : 0] read_data_b_f;
  logic write_en_a_f;
  logic [31:0] addr_a_f;
  logic [31:0] addr_b_f;
  logic [31:0] addr_a_A;
  logic [data_size - 1  : 0] 	queue_w_A [0 : systolic_size - 1];
  logic [data_size - 1  : 0] 	queue_r_A [0 : systolic_size - 1];
  logic [memory_data_size - 1 : 0] read_data_b_reg;
  logic [memory_data_size - 1 : 0] write_data_a_A;     
  always_ff @(posedge clk) begin
	 if(reset)
		A_w_count <= 0;
    else if( A_cho && en_a)
      A_w_count <= A_w_count + 1;
    end
  always_ff @(posedge clk) begin
    if( A_cho && en_a)
      queue_w_A[A_w_count] <= write_data_a;
    end 
  always_ff @(posedge clk) begin
    if( A_cho && en_b)
      read_data_b_reg <= read_data_b_f;
    end 
  always_ff @(posedge clk) begin
    if(reset)
		A_r_count <= 0;
    else if( A_cho && en_b)
      A_r_count <= A_r_count + 1;
    end
  assign en_b_f = (work == 1) ? out_in : en_b;
  assign addr_b_f = (work == 1) ? memory_address_A : (addr_b >> ADDR_W);
  assign memory_in_a = (work == 1 && out_in == 1) ? read_data_b_f : 'bz; 
  assign read_data_b = (A_r_count == 1) ? read_data_b_f[data_size - 1 : 0] :((A_r_count == 0) ? queue_r_A[{(ADDR_W){1'b1}}]: queue_r_A[A_r_count - 1]);
  assign write_data_a_f = (work == 1) ? memory_out : write_data_a_A;
  assign write_en_a_f = (work == 1) ? in_out : write_en_a;
  assign addr_a_A = (addr_a >> (ADDR_W));
  assign addr_a_f = (work == 1) ? memory_address_OUT : addr_a_A;
  assign en_a_A = ( A_w_count == {(ADDR_W){1'b1}} )? en_a : 0 ;
  assign en_a_f = (work == 1) ? in_out : en_a_A;
  genvar i;
  generate
  for(i = 0; i < systolic_size; i = i + 1) begin: generate_signal
    assign queue_r_A[i] = read_data_b_reg[ data_size * i + data_size - 1: data_size * i ];    
  end
  endgenerate
  genvar j;
  generate
  for(j = 0; j < systolic_size - 1; j = j + 1) begin: generate_input
    assign write_data_a_A[data_size * j + data_size - 1 : data_size * j] = queue_w_A[j]; 
  end
  endgenerate
  assign write_data_a_A[memory_data_size - 1 : data_size * (systolic_size -1 )] = write_data_a;
systolicmemory_dual #(.DATA_WIDTH(memory_data_size), .ADDR_WIDTH(32), .DEPTH(128) ) dual_port_A(
   .clk(clk),
   .wea(write_en_a_f),
   .ena(en_a_f),
   .addra(addr_a_f),
   .da(write_data_a_f),
   .qa(), 
   .web(write_en_b),
   .enb(en_b_f),
   .addrb(addr_b_f),
   .db(write_data_b),
   .qb(read_data_b_f)
   );
endmodule
module systolicmemory_dual
#(parameter DATA_WIDTH=8, parameter ADDR_WIDTH=6 , parameter DEPTH = 256)
(
	input [(DATA_WIDTH-1):0] da, db,
	input [(ADDR_WIDTH-1):0] addra, addrb,
	input wea, web, clk,
	input ena, enb,
	output reg [(DATA_WIDTH-1):0] qa, qb
);
	reg [DATA_WIDTH-1:0] ram [DEPTH - 1:0];
	always @ (posedge clk)
	begin
		if (ena) begin
			if (wea) 
			begin
				ram[addra] <= da;
				qa <= da;
			end
			else 
			begin
				qa <= ram[addra];
			end 
		end
	end 
	always @ (posedge clk)
	begin
		if (enb) begin
			if (web) 
			begin
				ram[addrb] <= db;
				qb <= db;
			end
			else 
			begin
				qb <= ram[addrb];
			end 
		end
	end
endmodule
File: flow/run.sh
#!/bin/bash
# OpenROAD 26Q1-2900-gdf79404cd8, Yosys 0.63+post, stock flow scripts
make -C /OpenROAD-flow-scripts/flow DESIGN_CONFIG=/design/flow/config.mk WORK_HOME=/design/flow/orfs finish
==> metrics.txt <==
# HELP chip_impl_metric Implementation results
# TYPE chip_impl_metric gauge
chip_impl_info{name="result_of_the_run",value="complete, but fails checks"} 1
chip_impl_info{name="violations",value="capacitance limit, slew limit"} 1
chip_impl_metric{name="number_of_openroad_warnings",unit=""} 157
chip_impl_info{name="cp_endpoint_kind",value="flip-flop"} 1
chip_impl_metric{name="report.final.hold_viol_count",unit=""} 0
chip_impl_metric{name="clkSinkCount",unit=""} 8382
chip_impl_metric{name="globalRouteMet3Util",unit="%"} 29.6
chip_impl_metric{name="yosys-stat-area",unit="µm²"} 371000
chip_impl_metric{name="synthToLayoutAreaGrowth",unit="%"} 15.2
chip_impl_info{name="criticalPathCategory",value="in2reg"} 1
chip_impl_metric{name="synth_unique_cells",unit=""} 76
chip_impl_metric{name="routed_wire_length_per_instance",unit="µm"} 36.9
chip_impl_metric{name="route.detailed.vias_per_inst",unit=""} 5.83
chip_impl_info{name="worstHoldPathType",value="reg2reg"} 1
chip_impl_info{name="worst_hold_startpoint",value="dual_port_A.qb[60]"} 1
chip_impl_metric{name="grt_max_degree",unit=""} 78
chip_impl_metric{name="antenna_found_initial",unit=""} 330
chip_impl_metric{name="synth_warnings",unit=""} 38
chip_impl_metric{name="slew_headroom",unit="%"} -2.73
chip_impl_metric{name="detailedRoute.firstIterationViolations",unit=""} 31100
chip_impl_info{name="grt-busiest-layer",value="met2"} 1
chip_impl_metric{name="grt_use_met1",unit="%"} 26.8
chip_impl_metric{name="post-synth-top-area-fraction",unit="%"} 67.9
chip_impl_metric{name="cp_slowest_stage_delay",unit="ns"} 1.26
chip_impl_metric{name="clkTransAtPathRegs",unit="ns"} 0.06
chip_impl_metric{name="final_tally_of_max_slew_violations",unit=""} 8
chip_impl_metric{name="fmax",unit="GHz"} 0.0234
chip_impl_info{name="netlist_top_cells_area",value="sky130_fd_sc_hd__edfxtp_1, sky130_fd_sc_hd__o21ai_0, sky130_fd_sc_hd__nand2_1"} 1
chip_impl_metric{name="fp-row-count",unit=""} 408
chip_impl_info{name="regToRegStartpoint",value="A_w_count[1]"} 1
chip_impl_metric{name="vdd.ir_drop.worst",unit="V"} 0.0000123
chip_impl_metric{name="power.static_leakage",unit="nW"} 139
chip_impl_metric{name="arrival",unit="ns"} 43.54
chip_impl_metric{name="async_flop_share",unit="%"} 0
chip_impl_metric{name="dp_slack",unit="ns"} 132.69
chip_impl_metric{name="die_width",unit="µm"} 1110
chip_impl_metric{name="overflow",unit=""} 0
chip_impl_info{name="tritoncts",value="done"} 1
chip_impl_metric{name="timing_worst_slew_pin_value",unit="ns"} 1.53
chip_impl_metric{name="final.min_clock_period",unit="ns"} 42.74
chip_impl_metric{name="number_of_enable_type_register_cells_in_the_synthesized_netlist",unit=""} 8376
chip_impl_metric{name="powerDensity",unit="nW/µm²"} 10.3
chip_impl_info{name="synth_top_flop_cell",value="sky130_fd_sc_hd__edfxtp_1"} 1
chip_impl_metric{name="use_met2",unit="%"} 38.3
chip_impl_metric{name="finalWorstSetupSlack",unit="ns"} 132.96
chip_impl_metric{name="place.gp.congestion",unit=""} 1.06
chip_impl_metric{name="synth.ff_latch_count",unit=""} 8382
chip_impl_metric{name="postCtsSetupRepairBufs",unit=""} 0
chip_impl_info{name="whs_endpoint",value="read_data_b_reg[60]"} 1
chip_impl_metric{name="worst-r2r-setup-slack",unit="ns"} 169.29
chip_impl_metric{name="yosys_cells",unit=""} 32200
chip_impl_metric{name="ys_seq_share",unit="%"} 67.9
chip_impl_metric{name="cts_buffer_depth",unit=""} 4
chip_impl_metric{name="totalWireLength",unit="µm"} 1820000
chip_impl_info{name="timing.critical_path.cells",value="clkdlybuf4s50_1, buf_4, nor4b_4, buf_4, or2_4, buf_12, buf_4, buf_4, buf_4, a22oi_1, a31oi_1, nor3_1, buf_4, nand4_1, o32a_1"} 1
chip_impl_metric{name="first_pass_grt_wire_length",unit="µm"} 2420000
chip_impl_metric{name="utilization",unit="%"} 34.6
chip_impl_info{name="rr_endpoint",value="dual_port_A.ram[72][1]"} 1
chip_impl_metric{name="reg2reg_depth",unit=""} 16
chip_impl_metric{name="largest_register_ff_count",unit=""} 8192
chip_impl_metric{name="finalClockPeriodUsage",unit="%"} 24.3
chip_impl_metric{name="finalSetupViolCount",unit=""} 0
chip_impl_metric{name="vias",unit=""} 288000
chip_impl_metric{name="cap_violations",unit=""} 1
chip_impl_metric{name="boundaryPins",unit=""} 394
chip_impl_metric{name="hold_depth",unit=""} 0
chip_impl_metric{name="floorplan.core_area",unit="µm²"} 1230000
chip_impl_metric{name="clk-insertion-delay-late",unit="ns"} 1.25
chip_impl_metric{name="htree_levels",unit=""} 6
chip_impl_metric{name="die_h",unit="µm"} 1110
chip_impl_metric{name="timing.clock.skew",unit="ns"} 0.137
chip_impl_metric{name="drive_gt1_share",unit="%"} 12.4
chip_impl_metric{name="avgSynthCellArea",unit="µm²"} 11.5
chip_impl_metric{name="cts_resized",unit=""} 0
chip_impl_info{name="worstSetupStartpointType",value="input port"} 1
chip_impl_metric{name="post-route-drc-count",unit=""} 0
chip_impl_info{name="critical_path_most_common_cell",value="sky130_fd_sc_hd__buf_4"} 1
chip_impl_info{name="slowest_stage_cell_on_the_critical_path",value="sky130_fd_sc_hd__nor4b_4"} 1
chip_impl_info{name="clock-root-buffer",value="sky130_fd_sc_hd__clkbuf_16"} 1
chip_impl_metric{name="dieArea",unit="µm²"} 1240000
chip_impl_metric{name="final_antenna_net_count",unit=""} 0
chip_impl_metric{name="cts-buffers-inserted",unit=""} 866
chip_impl_metric{name="fp-utilization",unit="%"} 30.1
chip_impl_metric{name="placement.io_buffers",unit=""} 213
chip_impl_info{name="setup_repair_after_global_routing_missed_its_margin",value="false"} 1
chip_impl_metric{name="critPathRequiredTime",unit="ns"} 176.50
chip_impl_metric{name="synth_cells",unit=""} 32200
chip_impl_metric{name="first_global_vias",unit=""} 282000
chip_impl_metric{name="mappedNetlistArea",unit="µm²"} 371000
chip_impl_metric{name="hold_buf_cts",unit=""} 0
chip_impl_metric{name="totalNegativeSetupSlack",unit="ns"} 0
chip_impl_metric{name="total_routing_resource_utilization_after_global_routing",unit="%"} 30.4
chip_impl_metric{name="first_pass_iters",unit=""} 13
chip_impl_metric{name="detail_placement_hpwl",unit="µm"} 1150000
chip_impl_info{name="yosys.area.top_type",value="sky130_fd_sc_hd__edfxtp_1"} 1
chip_impl_metric{name="path_max_fanout",unit=""} 46
-- through the flow --
stage | hold WS, ns | cell area, µm² | instances | total power, mW
floorplan | 0.400 | 371000 | 32200 | 2.40
global placement | 0.494 | 398000 | 46900 | 2.61
CTS | 0.501 | 425000 | 48500 | 4.35
detailed placement | 0.486 | 398000 | 46900 | 2.62
global route | 0.517 | 427000 | 49300 | 4.46
finish | 0.486 | 427000 | 49400 | 4.39
-- worst max path at each step --
stage / start / endpoint / slack (ns) / depth (start not counted)
finish: addr_b[3] / dual_port_A.qb[22] / 132.96 / 15
global route: addr_b[3] / dual_port_A.qb[22] / 133.55 / 15
CTS: addr_b[3] / dual_port_A.qb[13] / 133.91 / 16
-- cells by family after synthesis --
logic type               Yosys count  synth area share (%)
AND-OR/OR-AND                   9929                  16.4
AND/OR/NAND/NOR                 9528                  10.2
flip-flops                      8382                  67.9
buffers and inverters           3926                  4.23
multiplexers                     392                  1.16
adder cells (fa/ha/maj)            8                0.0270
XOR/XNOR                           5                0.0118
other                              1               0.00101
-- synth_stat cells, types with 277 or more instances --
library cell,count
sky130_fd_sc_hd__buf_2,476
sky130_fd_sc_hd__o21ai_0,5620
sky130_fd_sc_hd__a22o_1,354
sky130_fd_sc_hd__buf_1,731
sky130_fd_sc_hd__a221oi_1,300
sky130_fd_sc_hd__clkbuf_1,2616
sky130_fd_sc_hd__a222oi_1,277
sky130_fd_sc_hd__edfxtp_1,8376
sky130_fd_sc_hd__a31oi_1,736
sky130_fd_sc_hd__nor2_1,4176
sky130_fd_sc_hd__nand2_1,4709
sky130_fd_sc_hd__a22oi_1,2246
-- placed cells by master, fill, tap and decap left out, types with 45 or more instances in the layout --
master	instances
sky130_fd_sc_hd__edfxtp_1	8376
sky130_fd_sc_hd__o21ai_0	5425
sky130_fd_sc_hd__nand2_1	4562
sky130_fd_sc_hd__nor2_1	4156
sky130_fd_sc_hd__a22oi_1	2244
sky130_fd_sc_hd__buf_4	1926
sky130_fd_sc_hd__diode_2	953
sky130_fd_sc_hd__clkbuf_16	871
sky130_fd_sc_hd__a31oi_1	690
sky130_fd_sc_hd__a22o_1	352
sky130_fd_sc_hd__a221oi_1	300
sky130_fd_sc_hd__a222oi_1	277
sky130_fd_sc_hd__mux2_2	271
sky130_fd_sc_hd__and4_1	262
sky130_fd_sc_hd__clkinv_1	237
sky130_fd_sc_hd__clkbuf_1	218
sky130_fd_sc_hd__clkdlybuf4s50_1	179
sky130_fd_sc_hd__a21oi_1	144
sky130_fd_sc_hd__clkinv_2	136
sky130_fd_sc_hd__o21ai_4	130
sky130_fd_sc_hd__nand2_4	128
sky130_fd_sc_hd__nand4_1	73
sky130_fd_sc_hd__nand3_1	71
sky130_fd_sc_hd__mux2i_4	66
sky130_fd_sc_hd__o21ai_1	56
sky130_fd_sc_hd__conb_1	56
sky130_fd_sc_hd__nor3_1	53
sky130_fd_sc_hd__a31oi_2	45
-- area by class of cell --
cell class	instances	area [µm²]
Timing Repair Buffer	2179	17400
Clock buffer	1089	22600
Multi-Input combinational cell	19900	108000
Fill cell	116000	806000
Clock inverter	483	4170
Antenna cell	953	2380
Tap cell	16400	20500
Inverter	20	75.1
Sequential cell	8382	252000
-- metal layers --
metal	wire length, µm	up-vias	part of all wire, %
met3	406000	6036	22
met5	22300	-	1.2
met1	494000	137000	27
li1	-	118000	-
met2	712000	26300	39
met4	190000	380	10
-- worst max-delay path, delay by kind of cell --
kind	cells	cell delay (ns)
simple gates	4	2.61
buf+inv	8	3.75
compound gates	3	1.74
-- power breakdown --
part	internal [mW]	switching [mW]	total [mW]
clock network	0.969	0.813	1.78
registers	2.20	0.00438	2.20
logic	0.0914	0.315	0.407
Power and IR drop assume default switching activity.
