## ./design.v

```verilog
module cl_bram_wrapper_b #(
	parameter data_size = 32, systolic_size = 2, memory_data_size = 64, ADDR_W = 3
)(
   input clk,
   input reset,
   input write_en_a,
   input en_a,
   input[31:0] addr_a,
   input[31:0] write_data_a,
   output[31:0] read_data_a,
   input write_en_b,
   input en_b,
   input[31:0] addr_b,
   input[31:0] write_data_b,
   output[31:0] read_data_b,
   input logic [31 : 0] memory_address_B,
   output logic [memory_data_size - 1 : 0] memory_in_b, 
   input logic out_in,
   input logic in_out,
   input logic work,
   input logic B_cho
);
  logic [ADDR_W - 1 : 0] B_w_count,B_r_count;
  logic en_a_f;
  logic	[data_size - 1  : 0] 	queue_w_B [0 : systolic_size - 1];
  logic [data_size - 1  : 0] 	queue_r_B [0 : systolic_size - 1];
  logic [memory_data_size - 1 : 0] read_data_b_reg;
  logic [memory_data_size - 1 : 0] write_data_a_f; 
  logic en_b_f;
  logic [memory_data_size - 1 : 0] read_data_b_f; 
  logic [31:0] addr_b_f;
  logic [31:0] addr_a_f;
  always_ff @(posedge clk) begin
    if (reset)
      B_w_count <= 0;
    else if( B_cho && en_a)
      B_w_count <= B_w_count + 1;
    end
  always_ff @(posedge clk) begin
    if( B_cho && en_a)
      queue_w_B[B_w_count] <= write_data_a;
    end 
  always_ff @(posedge clk) begin
    if( B_cho && en_b)
      read_data_b_reg <= read_data_b_f;
    end 
  always_ff @(posedge clk) begin
    if (reset)
      B_r_count <= 0;
    else if( B_cho && en_b)
      B_r_count <= B_r_count + 1;
    end
  assign en_b_f = (work == 1) ? out_in : en_b; 
  assign addr_b_f = (work == 1) ? memory_address_B : (addr_b >> (ADDR_W));
  assign read_data_b = (B_r_count == 1) ? read_data_b_f[data_size - 1 : 0] : ((B_r_count == 0)? queue_r_B[{(ADDR_W){1'b1}} ]:queue_r_B[B_r_count - 1]);
  assign memory_in_b = (work == 1 && out_in == 1) ? read_data_b_f : 'bz; 
  assign en_a_f = ( B_w_count ==  {(ADDR_W){1'b1}} ) ? en_a : 0;
  assign addr_a_f = (addr_a >> (ADDR_W));
  genvar i;
  generate
  for(i = 0; i < systolic_size; i = i + 1) begin: generate_output
    assign queue_r_B[i] = read_data_b_reg[ data_size * i + data_size - 1: data_size * i ];    
  end
  endgenerate
  genvar j;
  generate
  for(j = 0; j < systolic_size - 1;j = j + 1) begin: generate_input
	 assign write_data_a_f[data_size * j + data_size - 1 : data_size * j] = queue_w_B[j];
  end
  endgenerate
  assign write_data_a_f[memory_data_size - 1 : data_size * (systolic_size - 1)] = write_data_a;
systolicmemory_dual #(.DATA_WIDTH(memory_data_size), .ADDR_WIDTH(32), .DEPTH(128) ) dual_port_B(
   .clk(clk),
   .wea(write_en_a),
   .ena(en_a_f),
   .addra(addr_a_f),
   .da(write_data_a_f),
   .qa(), 
   .web(write_en_b),
   .enb(en_b_f),
   .addrb(addr_b_f),
   .db(write_data_b),
   .qb(read_data_b_f)
   ); 
endmodule
module systolicmemory_dual
#(parameter DATA_WIDTH=8, parameter ADDR_WIDTH=6 , parameter DEPTH = 256)
(
	input [(DATA_WIDTH-1):0] da, db,
	input [(ADDR_WIDTH-1):0] addra, addrb,
	input wea, web, clk,
	input ena, enb,
	output reg [(DATA_WIDTH-1):0] qa, qb
);
	reg [DATA_WIDTH-1:0] ram [DEPTH - 1:0];
	always @ (posedge clk)
	begin
		if (ena) begin
			if (wea) 
			begin
				ram[addra] <= da;
				qa <= da;
			end
			else 
			begin
				qa <= ram[addra];
			end 
		end
	end 
	always @ (posedge clk)
	begin
		if (enb) begin
			if (web) 
			begin
				ram[addrb] <= db;
				qb <= db;
			end
			else 
			begin
				qb <= ram[addrb];
			end 
		end
	end
endmodule
```

## ./run.sh

```bash
#!/bin/bash
# OpenROAD 26Q1-2900-gdf79404cd8, Yosys 0.63+post, stock flow scripts
make -C /OpenROAD-flow-scripts/flow DESIGN_CONFIG=/design/flow/config.mk WORK_HOME=/design/flow/orfs finish
```

## ./config.mk

```make
export PLATFORM = sky130hd
export DESIGN_NAME = cl_bram_wrapper_b
export DESIGN_NICKNAME = cl_bram_wrapper_b
export VERILOG_FILES = /design/flow/design.v
export SDC_FILE = /design/flow/constraint.sdc
export NUM_CORES = 4
export LEC_CHECK = 1
export CORE_UTILIZATION = 40
export SYNTH_MEMORY_MAX_BITS = 65536
```

## ./constraint.sdc

```tcl
current_design cl_bram_wrapper_b

set clk_period 107.6
set clk_io_pct 0.2

create_clock -name clk0 -period $clk_period [get_ports {clk}]

set non_clock_inputs [all_inputs -no_clocks]
set_input_delay [expr $clk_period * $clk_io_pct] -clock clk0 $non_clock_inputs
set_output_delay [expr $clk_period * $clk_io_pct] -clock clk0 [all_outputs]
```

==> job_summary.md <==
### Flow metrics

| Metric | Value |
|---|---|
| Max-Cap Viols | `1` |
| CP Capture Type | `flip-flop` |
| Cell Rows | `357` |
| Warning count from the yosys run | `37` |
| Hold Path Class | `flip-flop to flip-flop` |
| Setup violators final | `0` |
| Crit path depth | `14` |
| Total core area | `945,600 um2` |
| Max Clk Rate | `35.26 MHz` |
| Cell family with most CP delay | `buffers and inverters` |
| Initial antenna violation count | `252` |
| Die width | `976.2 um` |
| Fin Setup TNS | `0 ns` |
| Reg2Reg Setup Slack | `102.53 ns` |
| Drt first-iter violations | `25,660` |
| Critical path launch point type | `input pin` |
| Max-area cell share | `66.06%` |
| Crit path top cell by count | `buf_4` |
| Clock Latency Late Sink | `1.19 ns` |
| Top FF cell, synth | `edfxtp_1` |
| Top Ports | `298` |
| CP peak stage delay | `0.87 ns` |
| Yosys chip area | `379,600 um2` |
| Failing checks | `capacitance limit, slew limit` |
| Period utilisation layout | `26.36%` |
| Total track usage | `36.18%` |
| Final Non-Filler Cells | `42,900` |
| Setup Skew | `0.08265 ns` |
| Inserted Clock Buffers | `859` |
| Clk root buf | `clkbuf_16` |
| Port Buffers | `189` |
| CP Max Fanout | `29` |
| # Post-CTS Setup Buffers | `0` |
| Vias per cell | `6.264` |
| Vias in the first global route | `265,100` |
| Final ANT Viol Nets | `0` |
| Post-synth EDFFs | `8,352` |
| Post-synth seq share | `66.09%` |
| CTS Sinks | `8,358` |
| R2r startpoint | `B_w_count[0]` |
| DIE HEIGHT | `976.2 um` |
| Tmin final | `28.36 ns` |
| CTS tree | `yes` |
| Maximum VDD drop | `0.01455 mV` |
| Main area contributors | `edfxtp_1 (66%), a22oi_1 (6.3%), and2_1 (4.9%)` |
| CP Cell Sequence | `clkdlybuf4s50_1 -> nor4b_1 -> or2_4 -> buf_4 -> buf_4 -> buf_4 -> buf_4 -> buf_4 -> buf_4 -> a22oi_1 -> a41oi_1 -> o41ai_2 -> buf_4 -> a41oi_1` |
| Worst setup path startpoint | `addr_b[3]` |
| Rel. slew slack | `-1.374%` |
| Leak Pwr | `126.9 nW` |
| Total grt overflow | `0` |
| Crit path DRT | `108.44 ns` |
| Cell type with the largest total area | `edfxtp_1` |
| Placer Congestion | `1.010` |
| Post-synthesis cell type count | `65` |
| Post-Syn Area | `379,600 um2` |
| Final Routed Wirelength | `1623 mm` |
| FF-to-FF path depth | `11` |
| Max FFs per register | `8,192` |
| RSZ-0062 raised after global routing | `false` |
| Pwr dens | `16.37 nW/um2` |
| Worst path slowest cell | `a41oi_1` |
| Worst hold slack | `0.4605 ns` |
| Run status | `finished with violations` |
| Async SR Flop Fraction | `0%` |
| End of the critical path | `dual_port_B.qb[1]` |
| Pre-CTS setup slack | `78.65 ns` |
| H-tree lvl count | `6` |
| Cts repair resizes | `0` |
| FP Util | `40.15%` |
| # Cells Yosys | `30,070` |
| Average size of a mapped cell | `12.63 um2` |
| Wire length per cell | `37.84 um` |
| Final Max Tran Viols | `10` |
| DRC viols | `0` |
| Setup ws final | `79.24 ns` |
| Hold buffer count at CTS | `0` |
| CTS Buffer Depth | `5` |
| Vias | `268,700` |
| Area grow syn2layout | `12.25%` |
| Register bit count reported by yosys | `8,358` |
| Worst flop-to-flop path endpoint | `dual_port_B.ram[66][35]` |
| Fillers | `81,040` |
| Pre-antenna DRT Iters | `10` |
| Cells after DPL | `40,810` |
| Setup Crit Path Kind | `input pin to flip-flop` |
| DP HPWL | `985.3 mm` |
| Largest net degree at the start of global routing | `96` |
| Crit path arrival time | `29.20 ns` |
| First-pass GRT wire length | `2194 mm` |
| Layout cells sized above 1 | `15.77%` |
| Die area | `953,000 um2` |
| Final Hold Viols | `0` |
| Tool warnings | `105` |
| Crit path buf inv count | `8` |
| Worst slew pin tran | `1.515 ns` |
| Mapped Cells | `30,070` |
| Worst-path clk slew | `0.06 ns` |
[cell type report]
| cell class | count | area, um2 | area share, % |
|---|---|---|---|
| clock buffer | 1089 | 22610 | 5.307 |
| tap | 12570 | 15720 | 3.689 |
| multi-input combinational | 17960 | 117100 | 27.49 |
| antenna | 585 | 1464 | 0.3435 |
| timing repair buffer | 1908 | 15120 | 3.548 |
| clock inverter | 410 | 2997 | 0.7032 |
| sequential | 8358 | 250900 | 58.88 |
| inverter | 24 | 147.6 | 0.03465 |
[worst min-delay path by stage]
stage                 slack (ns)                  end          startpoint  cells after the start
final                       0.46  read_data_b_reg[56]  dual_port_B.qb[56]                      0
after global routing        0.48  read_data_b_reg[56]  dual_port_B.qb[56]                      0
after CTS                   0.46  read_data_b_reg[56]  dual_port_B.qb[56]                      0
[cell usage after synthesis (all sizes together), types with 7 or more instances]
master / count
a21oi: 358
a221oi: 183
a222oi: 138
a22o: 11
a22oi: 3170
a31oi: 434
a32oi: 20
a41oi: 560
and2: 2947
and3: 1171
and4: 7
buf: 926
clkbuf: 2833
edfxtp: 8352
inv: 24
mux2: 1421
mux2i: 187
nand2: 3544
nand2b: 11
nand3: 13
nand4: 54
nor2: 222
nor2b: 18
nor3: 32
nor4: 98
o21a: 10
o21ai: 2956
o22a: 63
o22ai: 142
o41ai: 39
or2: 16
or4: 44
[metrics by stage]
stage,util [%],power [mW],cell area (um2)
after detailed placement,42.20,4.165,399100
final,45.06,6.977,426100
after global routing,45.02,7.100,425700
after CTS,44.91,6.946,424700
after global placement,42.20,4.161,399100
after floorplan,-,3.890,379800
[per-layer routing]
layer	GRT usage, %	part of all wire [%]	routed length (um)	vias up
li1	-	-	-	112300
met1	36.89	29	471900	129400
met2	47.28	41	670800	21920
met3	32.80	21	345200	4801
met4	21.25	7.5	121700	312
met5	14.41	0.83	13510	-
[cells in the final DEF (no fill, tap or decap), drive strengths merged, types with 18 or more instances in the layout]
master	netlist	final
nor4	98	98
mux2i	187	187
edfxtp	8352	8352
a222oi	138	138
a31oi	434	434
or4	44	44
nor2b	18	18
mux2	1421	1421
nand2	3544	3544
a22oi	3170	3170
a221oi	183	183
conb	1	32
bufinv	0	44
o21ai	2956	2956
a32oi	20	20
nor3	32	32
o22a	63	63
clkdlybuf4s50	0	146
a41oi	560	560
and2	2947	2947
clkinv	0	350
o41ai	39	39
and3	1171	1171
o22ai	142	142
nor2	222	222
clkbuf	2833	1089
diode	0	585
buf	926	1762
a21oi	358	358
inv	24	29
nand4	54	54
[power breakdown]
| group | switching (mW) | internal [mW] |
|---|---|---|
| logic | 0.408 | 0.145 |
| clock network | 1.27 | 1.58 |
| registers | 0.00935 | 3.57 |
| total | 1.69 | 5.29 |
[cell families after synthesis]
logic type	count (synthesis)	share of synthesized area, %
mux	1608	4.708
buf+inv	3783	4.050
xor+xnor	3	0.006922
simple gates	8202	11.08
flops	8358	66.09
fa+ha+maj	4	0.01318
compound gates	8109	14.05
other cells	1	0.0009878
Power and IR drop assume default switching activity.
